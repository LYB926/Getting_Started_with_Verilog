--- /design/flow/config.mk ---
export PLATFORM = sky130hd
export DESIGN_NAME = cmd_pro
export DESIGN_NICKNAME = cmd_pro
export VERILOG_FILES = /design/flow/design.v
export SDC_FILE = /design/flow/constraint.sdc
export NUM_CORES = 4
export LEC_CHECK = 1
export CORE_UTILIZATION = 40
--- /design/flow/constraint.sdc ---
current_design cmd_pro

set clk_period 7.4
set clk_io_pct 0.2

create_clock -name clk0 -period $clk_period [get_ports {clk}]

set non_clock_inputs [all_inputs -no_clocks]
set_input_delay [expr $clk_period * $clk_io_pct] -clock clk0 $non_clock_inputs
set_output_delay [expr $clk_period * $clk_io_pct] -clock clk0 [all_outputs]
--- /design/flow/design.v ---
module cmd_pro(
                clk, 
                res, 
                din_pro, 
                en_din_pro, 
                dout_pro, 
                en_dout_pro,
                rdy
);
input           clk;
input           res;
input[7:0]      din_pro;         
input           en_din_pro;      
output[7:0]     dout_pro;        
output          en_dout_pro;     
output          rdy;             
parameter       addx = 8'h0a;
parameter       subx = 8'h0b;
parameter       andx = 8'h0c;
parameter       orx  = 8'h0d;
reg[2:0]        state;           
reg[7:0]        cmd, A, B;       
reg[7:0]        dout_pro;
reg             en_dout_pro;
always @(posedge clk or negedge res) begin
    if(~res)begin
        state <= 0; cmd <= 0; A <= 0; B <= 0; dout_pro <= 0; 
        en_dout_pro <= 0;
    end
    else begin
        case(state)
        0: 
        begin
            en_dout_pro <= 0;
            if(en_din_pro)begin
                cmd <= din_pro;
                state <= 1;
            end
        end
        1: 
        begin
            if (en_din_pro)begin
                A <= din_pro;
                state <= 2;
            end
        end
        2: 
        begin
            if (en_din_pro)begin
                B <= din_pro;
                state <= 3;
            end
        end
        3: 
        begin
            case(cmd)
            addx: begin dout_pro <= A+B; end 
            subx: begin dout_pro <= A-B; end
            andx: begin dout_pro <= A&B; end
            orx:  begin dout_pro <= A|B; end
            endcase
            state <= 4;
        end
        4: 
        begin
            if(~rdy)begin
                en_dout_pro <= 1;
                state <= 0;
            end
        end
        default:
        begin
            state <= 0;
            en_dout_pro <= 0;
        end
        endcase
    end
end
endmodule
--- /design/flow/run.sh ---
#!/bin/bash
# OpenROAD 26Q1-2900-gdf79404cd8, Yosys 0.63+post, stock flow scripts
make -C /OpenROAD-flow-scripts/flow DESIGN_CONFIG=/design/flow/config.mk WORK_HOME=/design/flow/orfs finish
==> reports/qor.yml <==
worst_setup_path:
  required_ns: 7.62
  start_kind: "flop"
  ff2ff_path_depth: 10
  worst-setup-path-type: "flop to flop"
  arrival_ns: 2.91
  cp_max_fo: 6
  critPathCaptureType: "flop"
cts:
  htreeDepth: 2
  cts.sinks: 38
  clk_pin_slew_worst_paths_ns: 0.08
  cts.repair.resized: 0
  cts_setup_buffers: 0
  cts_buffers: 5
  cts_hold_buffers: 0
  cts_tree: "done"
  clock_latency_ns: 0.28
  clockBufferDepth: 2
  root_buffer: "clkbuf_8"
placed_design:
  dp_cells: 277
  dp_slack_ns: 4.58
  place.gp.congestion: 0.771
  port_buffers: 19
  hpwl_mm: 2.84
floorplanning:
  die_h_um: 75.1
  fp_util_pct: 41.6
  row_count: 26
  die_width_um: 75.1
  dieArea_sq_um: 5650
  core_area_sq_um: 5140
  ioPinCount: 21
layout:
  layout_top_cells: "dfrtp_1 (37), mux2_2 (21), a21oi_1 (19)"
  fin_util_pct: 47.8
  drive_above_1_share_pct: 22.3
  fin_cells: 285
  comb_area_sq_um: 1100
  final_common_cell: "dfrtp_1"
  num-fill-cells: 511
  syn_to_final_growth_pct: 14.9
  regArea_sq_um: 952
sta:
  finalCriticalPeriod_ns: 2.68
  drv_slew: 0
  finalClockPeriodUsage_pct: 36.3
  setup_violations: 0
  rsz0062_at_grt: "no"
  worst_pin_slew_ns: 0.572
  finalHoldViolations: 0
  skew_ns: 0.00387
  max-slew-margin-rel_pct: 61.7
  hold_slack_ns: 0.456
  finalSetupTns_ns: 0
  setup_ws_ns: 4.72
  max_freq_mhz: 372
job:
  maxCapViolations: 0
  warning_count: 27
logic_synthesis:
  avgSynthCellArea_sq_um: 11.0
  edf_count: 0
  ys.flops: 38
  yosys.stat.seqShare_pct: 44.5
  synth_cell_types: 48
  yosysWarnings: 2
  syn_area_sq_um: 2140
  flop_cell: "dfrtp_1"
  async_flop_share_pct: 100
  synth-area-yosys_sq_um: 2140
  syn_inst: 194
  yosys-stat-cells: 194
power:
  ir_worst_vdd_mv: 0.140
  cellLeakagePower_nw: 1.09
  p_clk_share_pct: 29.1
  internal_power_mw: 0.355
  seq_power_share_pct: 46.1
  p_sw_share_pct: 30.1
  p_comb_share_pct: 24.7
  p_sw_mw: 0.153
  powerDensity_nw_per_um2: 207
global_route:
  antenna_found_initial: 0
  grt_pass1_wl_mm: 6.88
  grtUsageTotal_pct: 16.7
  first_global_vias: 1447
  grt_overflow: 0
  grt_start_max_net_pins: 39
route:
  vias: 1402
  wire_per_inst_um: 13.6
  ant_nets: 0
  wl_mm: 3.88
  drt_iter0_drc: 64
  drt-pass1-iter-count: 4
  antenna_cells: 0
  viasPerCell: 4.92
  drcViolationCount: 0
hold_path:
  whs_path_depth: 0
  hp-class: "flop to flop"
run_status:
  status: "complete, no violations"
==> sequential cells by signal (all words and copies together), names as in the netlist, named ones only <==
signal	flops
A	8
B	8
state	3
cmd	8
en_dout_pro	1
dout_pro	8
==> logic make-up after synthesis <==
kind of cell | synth area share (%)
AOI/OAI and AO/OA | 14.0
and+or+nand+nor | 12.3
DFF | 44.5
muxes | 13.0
buffers and inverters | 4.21
adders and majority gates | 7.25
xor gates and xnor gates | 4.50
other | 0.175
==> synthesized netlist by cell type, types with 2 or more instances <==
master	instances	area [sq um]
a21oi_1	19	95.1
a21oi_2	4	35.0
xnor2_1	7	61.3
nand2_1	14	52.6
o21ai_0	12	60.1
nor2_2	4	25.0
nand3_1	2	10.0
clkbuf_1	2	7.51
mux2i_1	3	30.0
a21o_1	3	22.5
ha_1	10	125
xor2_1	4	35.0
nor2_1	6	22.5
nand3b_1	2	15.0
nand4_1	2	12.5
inv_1	9	33.8
buf_2	2	10.0
nor2b_1	3	18.8
mux2_2	21	236
dfrtp_1	37	926
==> path summary, 6_finish.rpt <==
kind                               start           to  slack [ns]
worst max-delay path              cmd[5]  dout_pro[6]        4.72
worst min-delay path            state[4]     state[1]        0.46
worst max register to register    cmd[5]  dout_pro[6]        4.72
worst min register to register  state[4]     state[1]        0.46
max in group asynchronous            res     state[0]        5.81
min in group asynchronous            res  dout_pro[0]        1.23
==> routing by layer <==
metal | GRT usage, % | vias up | wire, um
met5 | 0 | - | 0
met4 | 1.65 | 0 | 39
met3 | 3.12 | 5 | 135
met1 | 26.4 | 642 | 2010
met2 | 25.8 | 24 | 1690
li1 | - | 731 | -
==> power by group through the flow <==
stage / sequential (mW) / clock (mW) / combinational [mW]
after CTS: 0.234 / 0.155 / 0.128
after global routing: 0.237 / 0.164 / 0.143
final: 0.234 / 0.148 / 0.126
==> final cells by class <==
cell class,instances,share of cell area [%]
Timing Repair Buffer,20,7.84
Sequential cell,38,38.7
Inverter,9,1.37
Tap cell,70,3.56
Multi-Input combinational cell,140,44.6
Clock inverter,2,0.509
Clock buffer,6,3.36
==> per-stage QoR <==
stage | instance area, sq um | power [mW]
after CTS | 2460 | 0.517
after global routing | 2460 | 0.544
after floorplan | 2140 | 0.335
after global placement | 2360 | 0.364
after detailed placement | 2360 | 0.365
final | 2460 | 0.508
==> worst max-delay path, cell delays in order (launching register included) <==
cell and delay [ns]:
dfrtp_1 0.40, nor4_4 0.40, and4_4 0.33, a21oi_1 0.06
xnor2_1 0.13, ha_1 0.34, a21o_1 0.23, a221oi_1 0.33
xnor2_1 0.15, a21oi_1 0.09, a21oi_2 0.15
Power figures rest on the tool's default switching activity, not on a simulated workload.
